[flow/design.v]
`timescale 1ns / 1ps
module binarytogray(ip,op);
input [5:0] ip;
output reg [5:0] op;
always @(*)
    begin
       op = ip ^ (ip >> 1);
    end
endmodule
`timescale 1ns / 1ps
module dual_port_ram(r_clk,w_clk,r_en,w_en,r_addr,w_addr,rst,d_in,d_out);
input r_clk,w_clk,r_en,w_en,rst;
input [5:0] r_addr,w_addr;
input [7:0] d_in;
output reg [7:0] d_out;
reg [7:0] mem[31:0];
wire [7:0] wd_out;
integer i;
assign wd_out = mem[r_addr[4:0]];
always @(posedge w_clk , posedge rst)
    begin
        if(rst)
        begin
            for(i = 0; i< 32;i=i+1)
                mem[i] <= 8'b0;
        end
        else
            begin
                if(w_en)
                    mem[w_addr[4:0]] <= d_in;
            end
    end
 always @(posedge r_clk, posedge rst)
    begin
        if(rst)
            begin
                d_out <= 8'b0;
           end
        else 
            if(r_en)
                d_out <= wd_out;
     end
endmodule
`timescale 1ns / 1ps
module fifo_top(w_clk,r_clk,rst,d_in,d_out,full,empty,wd_en,rd_en,w_en,r_en,w_ptr,r_ptr,w_ptrsync,r_ptrsync);
input w_clk,r_clk,wd_en,rd_en,rst;
output full,empty,r_en,w_en;
input [7:0] d_in;
output  [7:0] d_out;
output  [5:0] w_ptr,r_ptr,w_ptrsync,r_ptrsync;
wire [5:0] r_ptrgray,w_ptrgray;
reg [5:0]  r_ptrgray1,r_ptrgray2, w_ptrgray1,w_ptrgray2;
binarytogray u1(.ip(r_ptr), .op(r_ptrgray));
binarytogray u2(.ip(w_ptr), .op(w_ptrgray));
graytobinary u3(.ip(r_ptrgray2),.op(r_ptrsync));
graytobinary u4(.ip(w_ptrgray2),.op(w_ptrsync));
write_logic u5(.w_clk(w_clk),.r_ptrsync(r_ptrsync),.wd_en(wd_en),.w_ptr(w_ptr),.full(full),.rst(rst));
read_logic u6(.r_clk(r_clk),.w_ptrsync(w_ptrsync),.r_ptr(r_ptr),.rd_en(rd_en),.rst(rst),.empty(empty));
dual_port_ram u7(.r_clk(r_clk),.w_clk(w_clk),.w_en(w_en),.r_en(r_en),.r_addr(r_ptr),.w_addr(w_ptr),.rst(rst),.d_in(d_in),.d_out(d_out));
assign w_en = (~full) & wd_en ;
assign r_en = (~empty) & rd_en;
always @(posedge w_clk or posedge rst)
    begin
    if(rst)
        begin
            r_ptrgray1 <= 6'b0;
            r_ptrgray2 <= 6'b0;
        end
    else
        begin
            r_ptrgray1 <= r_ptrgray;
            r_ptrgray2 <= r_ptrgray1;
        end
    end
always @(posedge r_clk or posedge rst)
    begin
    if(rst)
        begin
            w_ptrgray1 <= 6'b0;
            w_ptrgray2 <= 6'b0;
        end
    else
        begin
            w_ptrgray1 <= w_ptrgray;
            w_ptrgray2 <= w_ptrgray1;
        end
    end
endmodule
`timescale 1ns / 1ps
module graytobinary(ip,op);
input [5:0] ip;
output reg [5:0] op;
integer k;
always @* begin  
        for (k = 0; k < 6; k = k+1) begin
            op[k] = ^(ip >> k);
        end
    end
endmodule
`timescale 1ns / 1ps
module read_logic(r_clk,w_ptrsync,r_ptr,rd_en,rst,empty);
input r_clk,rd_en,rst;
input [5:0] w_ptrsync;
output empty;
output reg [5:0] r_ptr;
assign empty = (w_ptrsync[5:0] == r_ptr[5:0]) ? 1:0 ;
always@(posedge r_clk, posedge rst)
    begin
        if(rst)
        begin
            r_ptr <= 6'b0;
        end
        else
            begin
                if(rd_en && ~empty)
                    begin
                        r_ptr <= r_ptr +1;
                    end
            end
    end
endmodule
`timescale 1ns / 1ps
module write_logic(w_clk,r_ptrsync,wd_en,w_ptr,full,rst);
input w_clk,rst,wd_en;
input [5:0] r_ptrsync; 
output reg [5:0] w_ptr;
output  full;
wire flag;
assign full =({~w_ptr[5],w_ptr[4:0]} == r_ptrsync[5:0])? 1:0;
always @(posedge w_clk or posedge rst)
    begin
        if(rst)
            begin
                w_ptr <= 6'b0;
            end
        else
            begin
                if(wd_en && ~full)
                    begin
                        w_ptr <= w_ptr + 1;
                    end
            end
    end
endmodule
[flow/run.sh]
#!/bin/bash
# OpenROAD 26Q1-2900-gdf79404cd8, Yosys 0.63+post, stock flow scripts
make -C /OpenROAD-flow-scripts/flow DESIGN_CONFIG=/design/flow/config.mk WORK_HOME=/design/flow/orfs finish
[flow/config.mk]
export PLATFORM = sky130hd
export DESIGN_NAME = fifo_top
export DESIGN_NICKNAME = fifo_top
export VERILOG_FILES = /design/flow/design.v
export SDC_FILE = /design/flow/constraint.sdc
export NUM_CORES = 4
export LEC_CHECK = 1
export CORE_UTILIZATION = 50
[flow/constraint.sdc]
current_design fifo_top

set clk_period 5.6
set clk_io_pct 0.2

create_clock -name clk0 -period $clk_period [get_ports {r_clk}]
create_clock -name clk1 -period $clk_period [get_ports {w_clk}]

set non_clock_inputs [all_inputs -no_clocks]
set_input_delay [expr $clk_period * $clk_io_pct] -clock clk0 $non_clock_inputs
set_output_delay [expr $clk_period * $clk_io_pct] -clock clk0 [all_outputs]
==> CHANGELOG.md <==
### Physical design

- Setup_tns: 0 ns
- Top cells, area: dfrtp_1 52%, mux2_2 18%, nor3_4 3.2%
- Storage element area: 7510 um^2
- Rel. slew slack: 45.3%
- Number of synthesized flops with an enable pin: 0
- Core Footprint: 28,000 um^2
- CP bufs+invs: 1
- Internal power component: 6.28 mW
- Grt total ovfl: 0
- FP Rows: 61
- Area share, top type: 52.3%
- Pwr Total: 9.66 mW
- # Max-Cap Violations: 0
- Slowest stage cell on the critical path: clkdlybuf4s50_1
- Worst ir drop on vdd: 0.000343 V
- Reg power frac: 39.1%
- Largest stage delay on the critical path: 0.50 ns
- Initial DRC count: 879
- Post-Syn Instances: 1,120
- Remaining antenna violation count after routing: 0
- Syn Area/Cell: 12.8 um^2
- Async SR Flop Fraction: 100%
- Worst Path Required: 4.48 ns
- Number of global-route vias before repair: 9,385
- Synth-to-Final Area Change: 13.5%
- Seq share, synth: 52.3%
- Most frequent cell after synthesis: dfrtp_1
- Num Clock Sinks: 300
- YS warnings: 7
- Crit path DAT: 2.78 ns
- Ys cells: 1,120
- ANT cells: 0
- Least-Margin Pin Slew: 0.820 ns
- Sw power: 3.38 mW
- Crit-path leading delay family: XOR/XNOR gates
- DRT Pass-1 Iters: 7
- Tool warnings: 44
- FP Util: 51.3%
- Distinct cell type count after synthesis: 61
- Worst hold margin: 0.241 ns
- CP cell instances: xnor2_2 -> xnor3_1 -> and3_4 -> o21ai_4 -> and2_0 -> clkdlybuf4s50_1
- I/O pins: 49
- Leading area contributor after synthesis: dfrtp_1
- Share of post-route cells with drive strength above 1: 32.1%
- RePlAce Congestion: 0.907
- Crit path kind: reg -> out
- Clock transition at path regs: 0.06 ns
- RSZ-0062 raised after global routing: no
- Via count: 9,528
- Die Width: 171 um
- Synthesis area per yosys: 14,400 um^2
- Pin count of the biggest net entering global routing: 129
- Startpoint types: flip-flop
- DRC: 0
- Final wirelength: 39.5 mm
- Post-cts sizing count: 0
- Static Leakage: 6.90 nW
- Clock power frac: 22.5%
- Cell Area, Synth: 14,400 um^2
- WL/cell: 25.5 um
- Critical path endpoint category: primary output
- DP Wirelength: 24.4 mm
- Logic pwr share: 38.4%
- Setup violators final: 0
- Final hold violation count: 0
- Final setup margin: 1.70 ns
- Hold crit path type: reg -> reg
- Hold buffers post-CTS: 0
- Vias/cell: 6.16
- Die area: 29,400 um^2
- Run status: finished clean
- Pwr Density: 593 nW/um^2
- DP Worst Slack: 1.72 ns
- First-pass GRT wire length: 60.9 mm
- Worst Path Max Fanout: 8
- Postcts setup bufs: 0
- Setup Skew: 0.0104 ns
- Ys flops: 300
- Comb gate area: 6430 um^2
- Fill cells: 2,244
- Top cells by count, synth: 300 x dfrtp_1, 234 x mux2_2, 70 x nand2_1, 64 x clkbuf_1, 60 x a22oi_1
- Dominant flop cell: dfrtp_1
- GR Util All Layers: 30.0%
- Die height: 171 um
- Sw Ratio: 35.0%
- Final Max Slew Viols: 0
- CTS tree: yes
- Port Buffers: 47
- Initial antenna violation count: 0
power groups by stage:
stage	logic (mW)	registers [mW]	clock network, mW
global route	4.03	3.92	2.31
CTS	3.71	3.78	2.21
finish	3.70	3.78	2.18
per-stage QoR:
stage               instance area [um^2]  utilization, %  std cells
CTS                                16300            58.2       1547
finish                             16300            58.2       1547
floorplan                          14400               -       1120
global placement                   15200            54.2       1487
global route                       16300            58.2       1547
detailed placement                 15200            54.2       1487
metal layers:
metal / routed length, um / global-route usage [%] / up-vias
li1: - / - / 4178
met1: 17000 / 47.0 / 4895
met2: 17400 / 42.1 / 365
met3: 3560 / 9.16 / 88
met4: 1470 / 8.70 / 2
met5: 66 / 1.74 / -
layout make-up:
class | instances | share of cell area (%)
sequential | 300 | 46.1
tap | 378 | 2.90
clock inverter | 5 | 0.346
clock buffer | 55 | 6.44
inverter | 20 | 0.484
timing repair buffer | 73 | 4.24
multi-input combinational | 716 | 39.5
state kept, by name, summed over array words and instances (netlist names):
register,count
u7.d_out,8
u7.mem,256
w_ptrgray1,6
w_ptrgray2,6
r_ptrgray2,6
u5.w_ptr,6
u6.r_ptr,6
r_ptrgray1,6
path summary, 6_finish.rpt:
kind | startpoint | endpoint | slack (ns) | cells after the start
max | r_ptrgray2[4]$_DFF_PP0_ | w_en | 1.70 | 6
min | u6.r_ptr[5]$_DFFE_PP0P_ | r_ptrgray1[5]$_DFF_PP0_ | 0.24 | 0
max reg2reg | u6.r_ptr[4]$_DFFE_PP0P_ | u7.d_out[7]$_DFFE_PP0P_ | 1.93 | 8
min reg2reg | u6.r_ptr[5]$_DFFE_PP0P_ | r_ptrgray1[5]$_DFF_PP0_ | 0.24 | 0
max in group clk1 | r_ptrgray2[4]$_DFF_PP0_ | u7.mem[6][7]$_DFFE_PP0P_ | 2.38 | 8
max in group asynchronous | rst | u6.r_ptr[5]$_DFFE_PP0P_ | 3.14 | 4
min in group clk0 | w_ptrgray1[2]$_DFF_PP0_ | w_ptrgray2[2]$_DFF_PP0_ | 0.35 | 0
min in group asynchronous | rst | u7.mem[1][6]$_DFFE_PP0P_ | 1.08 | 3
kinds of logic (layout without fill, tap and decap cells):
| group | count (synthesis) | count (layout) | share of synthesized area [%] |
|---|---|---|---|
| fa+ha+maj | 24 | 24 | 2.09 |
| flops | 300 | 300 | 52.3 |
| buf+inv | 104 | 153 | 2.96 |
| simple gates | 197 | 197 | 8.99 |
| compound gates | 195 | 195 | 9.74 |
| mux | 275 | 275 | 22.0 |
| xor+xnor | 25 | 25 | 1.87 |
cell usage in the layout, fill, tap and decap left out, types with 4 or more instances in the layout:
cell | netlist | layout
a211oi_1 | 4 | 4
a21oi_1 | 23 | 23
a221oi_1 | 15 | 15
a222oi_1 | 10 | 10
a22o_1 | 7 | 7
a22oi_1 | 60 | 60
and2_1 | 4 | 4
buf_4 | 5 | 24
clkbuf_1 | 64 | 9
clkbuf_16 | 0 | 34
clkbuf_8 | 0 | 12
clkdlybuf4s50_1 | 0 | 47
dfrtp_1 | 300 | 299
ha_1 | 24 | 21
inv_1 | 19 | 18
mux2_2 | 234 | 234
mux2_4 | 24 | 24
mux2i_1 | 17 | 17
nand2_1 | 70 | 70
nand2b_1 | 10 | 10
nand3_1 | 35 | 35
nand4_1 | 9 | 9
nor2_1 | 12 | 12
nor2b_1 | 9 | 9
nor3_1 | 5 | 5
nor3_4 | 28 | 28
nor4_1 | 4 | 4
o21ai_0 | 30 | 29
o22ai_1 | 17 | 17
xnor2_1 | 12 | 12
xor2_1 | 9 | 9
Power is estimated from default activity; no workload was simulated.
